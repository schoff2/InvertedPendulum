==> ./design.v <==
module stepper_driver (
    input  wire        clk,                 
    input  wire        reset_n,             
    input  wire [3:0]  avs_s0_address,      
    input  wire        avs_s0_write,        
    input  wire [31:0] avs_s0_writedata,    
    input  wire        avs_s0_read,         
    output reg  [31:0] avs_s0_readdata,     
    output wire        avs_s0_waitrequest,
    output reg         step_pin,            
    output reg         dir_pin,             
    input  wire        home_switch          
);
    reg [31:0] target_speed, target_pos, accel_val, max_speed_val;
    reg [31:0] min_limit, max_limit;
    reg [31:0] current_speed;  
    reg [31:0] position_counter, step_accumulator;
    reg        mode_select;  
    reg        home_switch_triggered;
    localparam ACCUM_CONST = 32'd86;        
    always @(posedge clk or negedge reset_n) begin
        if (!reset_n) begin
            target_speed <= 32'd0;
            target_pos   <= 32'd0;
            accel_val    <= 32'd1000;
            max_speed_val<= 32'd1000;
            min_limit    <= 32'h80000000;
            max_limit    <= 32'h7FFFFFFF;
            mode_select <= 1'b0;
            home_switch_triggered <= 1'b0;
        end else begin
            home_switch_triggered <= home_switch;
            if (avs_s0_write) begin
                case (avs_s0_address)
                    4'd0: begin target_speed <= avs_s0_writedata; mode_select <= 0; end
                    4'd1: begin target_pos   <= avs_s0_writedata; mode_select <= 1; end
                    4'd2: accel_val     <= avs_s0_writedata;
                    4'd3: max_speed_val <= avs_s0_writedata;
                    4'd4: min_limit     <= avs_s0_writedata;
                    4'd5: max_limit     <= avs_s0_writedata;
                endcase
            end
            if (avs_s0_read) begin
                case (avs_s0_address)
                    4'd0: avs_s0_readdata <= target_speed;
                    4'd1: avs_s0_readdata <= target_pos;
                    4'd2: avs_s0_readdata <= accel_val;
                    4'd3: avs_s0_readdata <= max_speed_val;
                    4'd4: avs_s0_readdata <= min_limit;
                    4'd5: avs_s0_readdata <= max_limit;
                    4'd6: avs_s0_readdata <= current_speed;
                    4'd7: avs_s0_readdata <= position_counter;
                    4'd8: avs_s0_readdata <= home_switch_triggered;
                    default: avs_s0_readdata <= 32'hDEADBEEF;
                endcase
            end
        end
    end
    wire signed [31:0] dist_error = $signed(target_pos) - $signed(position_counter);
    wire signed [31:0] v_curr_s   = $signed(current_speed);
    wire [63:0] dist_abs_64 = (dist_error < 0) ? -dist_error : dist_error;
    wire [63:0] v_sq_64     = v_curr_s * v_curr_s;
    wire moving_towards = (v_curr_s != 0) && ((dist_error > 0) == (v_curr_s > 0));
    wire need_to_brake  = moving_towards && (v_sq_64 >= (64'd2 * accel_val * dist_abs_64));
    wire signed [31:0] pos_target_vel = (dist_error == 0) ? 32'd0 :
                                        (need_to_brake)   ? 32'd0 :
                                        (dist_error > 0)  ? $signed(max_speed_val) : -$signed(max_speed_val);
    wire signed [31:0] raw_target = (mode_select) ? pos_target_vel : $signed(target_speed);
    wire limit_pos = ($signed(position_counter) >= $signed(max_limit));
    wire limit_neg = ($signed(position_counter) <= $signed(min_limit));
    wire signed [31:0] final_target = (raw_target > 0 && limit_pos) ? 32'd0 :
                                      (raw_target < 0 && limit_neg) ? 32'd0 :
                                      raw_target;
    reg [31:0] ramp_timer;
    reg [15:0] speed_fraction;
    wire [31:0] accel_fraction = accel_val & 32'hFFFF;
    wire [31:0] speed_frac_ext = {16'b0, speed_fraction};
    wire [31:0] frac_sum       = speed_frac_ext + accel_fraction;
    wire [31:0] step_inc  = (accel_val >> 16) + (frac_sum >> 16);
    wire [15:0] next_frac = frac_sum[15:0];
    always @(posedge clk or negedge reset_n) begin
        if (!reset_n) begin
            ramp_timer <= 0;
            current_speed <= 0;
            speed_fraction <= 0;
        end else begin
            ramp_timer <= ramp_timer + 1;
            if (ramp_timer >= 32'd763) begin  
                ramp_timer <= 0;
                if ($signed(current_speed) < final_target) begin
                    if (($signed(current_speed) + $signed(step_inc)) >= final_target)
                        current_speed <= final_target;
                    else
                        current_speed <= current_speed + step_inc;
                    speed_fraction <= next_frac;
                end else if ($signed(current_speed) > final_target) begin
                    if (($signed(current_speed) - $signed(step_inc)) <= final_target)
                        current_speed <= final_target;
                    else
                        current_speed <= current_speed - step_inc;
                    speed_fraction <= next_frac;
                end else begin
                    speed_fraction <= 0;
                end
            end
        end
    end
    wire [31:0] abs_speed = (current_speed[31]) ? (~current_speed + 32'd1) : current_speed;
    wire [31:0] increment = 2 * abs_speed * ACCUM_CONST;
    wire [32:0] next_sum = step_accumulator + increment;  
    always @(posedge clk or negedge reset_n) begin
        if (!reset_n) begin
            step_accumulator <= 32'd0;
            position_counter <= 32'd0;
            step_pin <= 1'b0;
            dir_pin  <= 1'b0;
        end else begin
            if (abs_speed > 0) begin
            if ((!current_speed[31] && limit_pos) || (current_speed[31] && limit_neg)) begin
                 step_accumulator <= 32'd0;
                 step_pin <= 1'b0;
            end else begin
                step_accumulator <= next_sum[31:0];
                dir_pin <= current_speed[31];
                if (next_sum[32]) begin 
                    step_pin <= ~step_pin;
                    if (step_pin == 1'b0) begin
                        if (dir_pin) position_counter <= position_counter - 32'd1;
                        else         position_counter <= position_counter + 32'd1;
                    end
                end
            end
            end else begin
                 step_accumulator <= 32'd0;
                 step_pin <= 1'b0;
            end
            if (avs_s0_write && (avs_s0_address == 4'd7)) begin
                position_counter <= avs_s0_writedata;
            end
        end
    end
    assign avs_s0_waitrequest = 1'b0;
endmodule
==> ./run.sh <==
#!/bin/bash
# OpenROAD 26Q1-2900-gdf79404cd8, Yosys 0.63+post, stock flow scripts
make -C /OpenROAD-flow-scripts/flow DESIGN_CONFIG=/design/flow/config.mk WORK_HOME=/design/flow/orfs finish
==> ./config.mk <==
export PLATFORM = sky130hd
export DESIGN_NAME = stepper_driver
export DESIGN_NICKNAME = stepper_driver
export VERILOG_FILES = /design/flow/design.v
export SDC_FILE = /design/flow/constraint.sdc
export NUM_CORES = 4
export LEC_CHECK = 1
export CORE_UTILIZATION = 50
==> ./constraint.sdc <==
current_design stepper_driver

set clk_period 56.3
set clk_io_pct 0.2

create_clock -name clk0 -period $clk_period [get_ports {clk}]

set non_clock_inputs [all_inputs -no_clocks]
set_input_delay [expr $clk_period * $clk_io_pct] -clock clk0 $non_clock_inputs
set_output_delay [expr $clk_period * $clk_io_pct] -clock clk0 [all_outputs]
==> qor.txt <==
Status -> completed
FF-to-FF Start -> position_counter[1]
Most used cell, CP -> fa_1
Setup ws final -> 33.56 ns
Initial antenna violation count -> 13
Hold_buf cts -> 0
Logic area -> 89100 um2
Post-Route Skew -> 0.0448 ns
GRT Util Overall -> 34.8%
CTS clk-pin slew, worst paths -> 0.07 ns
Most numerous logic cells after layout -> inv_1, fa_1, nand2_1
First-pass GRT wire length -> 525 mm
Total number of vias -> 79166
Share of cells above drive strength 1 -> 5.48%
Syn Area/Cell -> 9.45 um2
Hold Crit Endpoint -> ramp_timer[0]
Max Clk Rate -> 0.0440 GHz
Num CTS Buffers -> 44
Clk buf depth -> 3
Netlist cell types -> 104
Hold depth -> 1
Most used logic cell in the final layout -> inv_1
Routability cong. -> 1.04
Crit share post-route -> 40.4%
Die width -> 468 um
First drt pass iteration count -> 6
Drt wl/cell -> 22.8 um
Worst hold margin -> 0.486 ns
Max FO, Critical Path -> 23
Port buffer count -> 74
Clk root buf -> clkbuf_16
Tool warning count -> 67
Layout area overhead -> 7.19%
Fill cells -> 18857
Worst path max stage delay -> 0.76 ns
Ports -> 76
Slew @ Worst Pin -> 1.07 ns
FF/Latch Area -> 9490 um2
Largest net degree at the start of global routing -> 57
Yosys warns -> 1
Max Cap Viol -> 0
Post-route ant nets -> 0
Worst slack, placed -> 33.90 ns
Setup-failing EPs final -> 0
CP endpoint kind -> flop
CTS tree -> done
Minimum clock period -> 22.74 ns
Slew headroom -> 28.0%
Share of flip-flops with an asynchronous set or reset -> 91.4%
Synth Flop Type -> dfrtp_1
Seq share, synth -> 8.74%
Hpwl dp -> 268 mm
Startpoint Class -> flop
Min-delay worst type -> flop to flop
Critical path class -> flop to flop
Post-CTS Setup Inserts -> 0
Critical path arrival -> 23.27 ns
# DRC -> 0
Yosys cell count -> 11476
Unrepaired setup endpoints after global routing -> false
Post-Syn Instances -> 11476
Core Rows -> 170
CP max stage cell -> o31ai_1
Die height -> 468 um
R2R cell count -> 75
Setup TNS -> 0 ns
CTS H-tree depth -> 2
Critical path required time -> 56.83 ns
Gr ovfl total -> 0
Initial Util -> 50.4%
CTS sink cnt -> 370
Yosys stat chip area -> 108000 um2
Final hold vios -> 0
R2R setup slack -> 33.56 ns
Hold Path Origin -> ramp_timer[0]
Worst R2R End -> current_speed[18]
WL final -> 336 mm
Synthesized cell area -> 108000 um2
DRT iter0 DRCs -> 4403
Core box area -> 215000 um2
Latency at later pin -> 0.67 ns
Chip area -> 219000 um2
Vias in the first global route -> 86169
Post-synth regs -> 370
Max-slew violations -> 0
Count of library flops with an enable pin -> 32
Cts repair resizes -> 0
Via-per-instance ratio -> 5.38
metal layers:
layer  global-route usage [%]  vias up  part of all wire (%)
li1                         -    35397                     -
met1                     48.9    39767                    38
met2                     49.3     3438                    44
met3                     16.5      556                    12
met4                     13.1        8                   5.3
met5                     1.03        -                 0.025
worst max-delay path by stage:
| stage | start | end | slack [ns] | cells past startpoint |
|---|---|---|---|---|
| after CTS | position_counter[1] | current_speed[18] | 33.80 | 75 |
| final | position_counter[1] | current_speed[18] | 33.56 | 75 |
| after global routing | position_counter[1] | current_speed[18] | 32.11 | 75 |
synthesized netlist by cell type, drive strengths merged (34+ instances only):
cell type | instances | area, um2
inv | 2688 | 10100
fa | 2400 | 48000
nand2 | 982 | 3690
ha | 813 | 10200
and2 | 652 | 4080
nor2 | 401 | 1510
clkbuf | 399 | 1500
a21oi | 337 | 1710
xnor2 | 297 | 2600
dfrtp | 294 | 7360
o21ai | 222 | 1110
mux2 | 195 | 2200
a21o | 173 | 1300
xor2 | 136 | 1190
nor2b | 134 | 838
nor3 | 114 | 613
nand3 | 102 | 510
nand2b | 93 | 582
a22oi | 85 | 638
nand4 | 81 | 507
buf | 75 | 334
a221oi | 67 | 593
o21a | 60 | 450
and3 | 45 | 287
o21bai | 45 | 338
dfstp | 44 | 1160
or3 | 38 | 243
a31oi | 36 | 225
o211ai | 34 | 260
layout make-up:
| class | count | share of cell area (%) |
|---|---|---|
| diodes | 19 | 0.0409 |
| clock buffers | 62 | 1.08 |
| clock inverters | 19 | 0.255 |
| inverters | 2694 | 8.70 |
| multi-input cells | 8424 | 76.7 |
| flip-flops and latches | 370 | 8.16 |
| well taps | 2838 | 3.06 |
| repair buffers | 287 | 2.02 |
kinds of logic (layout without fill, tap and decap cells):
family          Yosys count  after routing  share of synthesized area (%)
fa+ha+maj              3213           3213                           53.7
buf+inv                3168           3062                           11.0
simple gates           2754           2754                           12.6
compound gates         1330           1330                           8.29
xor+xnor                433            433                           3.50
flops                   370            370                           8.74
mux                     206            206                           2.14
other cells               2            507                        0.00693
critical path, delay by kind of cell, from the launching register on:
family	cells	cell delay, ns
buf+inv	10	2.16
fa+ha+maj	12	5.13
mux	2	1.17
compound gates	30	8.74
simple gates	19	3.94
xor+xnor	2	0.94
flops	1	0.45
through the flow:
stage	instances	instance area (um2)	utilization, %
final	14713	116000	54.0
after global routing	14704	116000	54.0
after CTS	14694	116000	54.0
after detailed placement	14613	115000	53.3
after global placement	14613	115000	53.3
after floorplan	11962	110000	-
registers in the layout, indices dropped and copies added (netlist names):
signal and count:
accel_val 32, avs_s0_readdata 32, current_speed 32, max_limit 32
max_speed_val 32, min_limit 32, position_counter 32, ramp_timer 32
target_pos 32, target_speed 32, step_accumulator 30, speed_fraction 16
dir_pin 1, home_switch_triggered 1, mode_select 1, step_pin 1
